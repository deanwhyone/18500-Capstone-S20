File: flow/design.v
`default_nettype none
package DisplayPkg;
    parameter SVGA_WIDTH            = 800;
    parameter SVGA_HEIGHT           = 600;
    parameter REFRESH_CLK_CYCLES    = 694445;
    parameter PLAYFIELD_ROWS        = 20;
    parameter PLAYFIELD_COLS        = 10;
    parameter PF_USER_HSTART        = 130;
    parameter PF_USER_HEND          = 330;
    parameter PF_USER_VSTART        = 80;
    parameter PF_USER_VEND          = 560;
    parameter PF_LAN_HSTART         = 510;
    parameter PF_LAN_HEND           = 710;
    parameter PF_LAN_VSTART         = PF_USER_VSTART;
    parameter PF_LAN_VEND           = PF_USER_VEND;
    parameter TILE_WIDTH            =
        (PF_USER_HEND - PF_USER_HSTART) / PLAYFIELD_COLS;
    parameter TILE_HEIGHT           =
        (PF_USER_VEND - PF_USER_VSTART) / PLAYFIELD_ROWS;
    parameter MINI_TILE_WIDTH       = TILE_WIDTH / 2;
    parameter MINI_TILE_HEIGHT      = TILE_HEIGHT / 2;
    parameter BORDER_USER_PF_HSTART = PF_USER_HSTART - 10;
    parameter BORDER_USER_PF_HEND   = PF_USER_HEND + 10;
    parameter BORDER_USER_PF_VSTART = PF_USER_VSTART - 10;
    parameter BORDER_USER_PF_VEND   = PF_USER_VEND + 10;
    parameter BORDER_LAN_PF_HSTART  = PF_LAN_HSTART - 10;
    parameter BORDER_LAN_PF_HEND    = PF_LAN_HEND + 10;
    parameter BORDER_LAN_PF_VSTART  = PF_LAN_VSTART - 10;
    parameter BORDER_LAN_PF_VEND    = PF_LAN_VEND + 10;
    parameter NEXT_ROWS             = 19;
    parameter NEXT_COLS             = 6;
    parameter NEXT_USER_HSTART      = BORDER_USER_PF_HEND;
    parameter NEXT_USER_HEND        = NEXT_USER_HSTART + NEXT_COLS * MINI_TILE_WIDTH;
    parameter NEXT_USER_VSTART      = PF_USER_VSTART;
    parameter NEXT_USER_VEND        = NEXT_USER_VSTART + NEXT_ROWS * MINI_TILE_HEIGHT;
    parameter NEXT_LAN_HSTART       = BORDER_LAN_PF_HEND;
    parameter NEXT_LAN_HEND         = NEXT_LAN_HSTART + NEXT_COLS * MINI_TILE_WIDTH;
    parameter NEXT_LAN_VSTART       = PF_LAN_VSTART;
    parameter NEXT_LAN_VEND         = NEXT_LAN_VSTART + NEXT_ROWS * MINI_TILE_HEIGHT;
    parameter BORDER_USER_N_HSTART  = NEXT_USER_HSTART - 10;
    parameter BORDER_USER_N_HEND    = NEXT_USER_HEND + 10;
    parameter BORDER_USER_N_VSTART  = NEXT_USER_VSTART - 10;
    parameter BORDER_USER_N_VEND    = NEXT_USER_VEND + 10;
    parameter BORDER_LAN_N_HSTART   = NEXT_LAN_HSTART - 10;
    parameter BORDER_LAN_N_HEND     = NEXT_LAN_HEND + 10;
    parameter BORDER_LAN_N_VSTART   = NEXT_LAN_VSTART - 10;
    parameter BORDER_LAN_N_VEND     = NEXT_LAN_VEND + 10;
    parameter HOLD_ROWS             = 4;
    parameter HOLD_COLS             = 6;
    parameter HOLD_USER_HSTART      = BORDER_USER_PF_HSTART - HOLD_COLS * MINI_TILE_WIDTH;
    parameter HOLD_USER_HEND        = BORDER_USER_PF_HSTART;
    parameter HOLD_USER_VSTART      = PF_USER_VSTART;
    parameter HOLD_USER_VEND        = HOLD_USER_VSTART + HOLD_ROWS * MINI_TILE_HEIGHT;
    parameter HOLD_LAN_HSTART       = BORDER_LAN_PF_HSTART - HOLD_COLS * MINI_TILE_WIDTH;
    parameter HOLD_LAN_HEND         = BORDER_LAN_PF_HSTART;
    parameter HOLD_LAN_VSTART       = PF_LAN_VSTART;
    parameter HOLD_LAN_VEND         = HOLD_LAN_VSTART + HOLD_ROWS * MINI_TILE_HEIGHT;
    parameter BORDER_USER_H_HSTART  = HOLD_USER_HSTART - 10;
    parameter BORDER_USER_H_HEND    = HOLD_USER_HEND + 10;
    parameter BORDER_USER_H_VSTART  = HOLD_USER_VSTART - 10;
    parameter BORDER_USER_H_VEND    = HOLD_USER_VEND + 10;
    parameter BORDER_LAN_H_HSTART   = HOLD_LAN_HSTART - 10;
    parameter BORDER_LAN_H_HEND     = HOLD_LAN_HEND + 10;
    parameter BORDER_LAN_H_VSTART   = HOLD_LAN_VSTART - 10;
    parameter BORDER_LAN_H_VEND     = HOLD_LAN_VEND + 10;
    parameter LINES_HSTART          = BORDER_USER_PF_HSTART - 100;
    parameter LINES_HEND            = BORDER_USER_PF_HSTART;
    parameter LINES_VSTART          = PF_USER_VEND - 100;
    parameter LINES_VEND            = PF_USER_VEND;
    parameter TIMER_HSTART          = LINES_HSTART;
    parameter TIMER_HEND            = LINES_HEND;
    parameter TIMER_VSTART          = LINES_VSTART - 20;
    parameter TIMER_VEND            = LINES_VSTART;
    parameter PENDING_HSTART        = BORDER_USER_PF_HSTART - 30;
    parameter PENDING_HEND          = BORDER_USER_PF_HSTART;
    parameter PENDING_VSTART        = BORDER_USER_H_VEND;
    parameter PENDING_VEND          = TIMER_VSTART - 10;
    parameter PENDING_HEIGHT        = PENDING_VEND - PENDING_VSTART;
    parameter PENDING_TICK          = PENDING_HEIGHT / 20;
    parameter FRAMES_HSTART         = 0;
    parameter FRAMES_HEND           = 45;
    parameter FRAMES_VSTART         = 0;
    parameter FRAMES_VEND           = 15;
    parameter BG_COLOR              = 24'h40_4040;
    parameter BORDER_COLOR          = 24'hff_ffff;
    parameter BORDER_COLOR_ALT      = 24'h00_ffff;
    parameter TILE_BLANK_COLOR      = 24'h00_0000;
    parameter TILE_GARBAGE_COLOR    = 24'haa_aaaa;
    parameter TILE_GHOST_COLOR      = 24'h80_8080;
    parameter TETROMINO_I_COLOR     = 24'h00_ffff;
    parameter TETROMINO_O_COLOR     = 24'hff_ff00;
    parameter TETROMINO_T_COLOR     = 24'hff_00ff;
    parameter TETROMINO_J_COLOR     = 24'h00_00ff;
    parameter TETROMINO_L_COLOR     = 24'hff_8000;
    parameter TETROMINO_S_COLOR     = 24'h00_ff00;
    parameter TETROMINO_Z_COLOR     = 24'hff_0000;
    typedef enum logic [3:0] {
        BLANK,
        GARBAGE,
        GHOST,
        I,
        O,
        T,
        J,
        L,
        S,
        Z
    } tile_type_t;
    function int countSetBits;
        input logic bits [PLAYFIELD_ROWS];
        int set_bit_count;
        set_bit_count = 0;
        for (int i = 0; i < PLAYFIELD_ROWS; i++) begin
            set_bit_count = set_bit_count + bits[i];
        end
        return set_bit_count;
    endfunction
endpackage  
`default_nettype none
package GamePkg;
    typedef enum logic [1:0] {
        ORIENTATION_0,   
        ORIENTATION_R,   
        ORIENTATION_2,   
        ORIENTATION_L    
    } orientation_t;
    parameter TEST_POSITIONS = 5;
    parameter integer WK_NON_I_0R [TEST_POSITIONS][2] =
        '{'{0, 0}, '{-1, 0}, '{-1, -1}, '{0, 2}, '{-1, 2}};
    parameter integer WK_NON_I_R0 [TEST_POSITIONS][2] =
        '{'{0, 0}, '{1, 0}, '{1, 1}, '{0, -2}, '{1, -2}};
    parameter integer WK_NON_I_R2 [TEST_POSITIONS][2] =
        '{'{0, 0}, '{1, 0}, '{1, 1}, '{0, -2}, '{1, -2}};
    parameter integer WK_NON_I_2R [TEST_POSITIONS][2] =
        '{'{0, 0}, '{-1, 0}, '{-1, -1}, '{0, 2}, '{-1, 2}};
    parameter integer WK_NON_I_2L [TEST_POSITIONS][2] =
        '{'{0, 0}, '{1, 0}, '{1, -1}, '{0, 2}, '{1, 2}};
    parameter integer WK_NON_I_L2 [TEST_POSITIONS][2] =
        '{'{0, 0}, '{-1, 0}, '{-1, 1}, '{0, -2}, '{-1, -2}};
    parameter integer WK_NON_I_L0 [TEST_POSITIONS][2] =
        '{'{0, 0}, '{-1, 0}, '{-1, 1}, '{0, -2}, '{-1, -2}};
    parameter integer WK_NON_I_0L [TEST_POSITIONS][2] =
        '{'{0, 0}, '{1, 0}, '{1, -1}, '{0, 2}, '{1, 2}};
    parameter integer WK_I_0R [TEST_POSITIONS][2] =
        '{'{0, 0}, '{-2, 0}, '{1, 0}, '{-2, 1}, '{1, -2}};
    parameter integer WK_I_R0 [TEST_POSITIONS][2] =
        '{'{0, 0}, '{2, 0}, '{-1, 0}, '{2, -1}, '{-1, 2}};
    parameter integer WK_I_R2 [TEST_POSITIONS][2] =
        '{'{0, 0}, '{-1, 0}, '{2, 0}, '{-1, -2}, '{2, 1}};
    parameter integer WK_I_2R [TEST_POSITIONS][2] =
        '{'{0, 0}, '{1, 0}, '{-2, 0}, '{1, 2}, '{-2, -1}};
    parameter integer WK_I_2L [TEST_POSITIONS][2] =
        '{'{0, 0}, '{2, 0}, '{-1, 0}, '{2, -1}, '{-1, 2}};
    parameter integer WK_I_L2 [TEST_POSITIONS][2] =
        '{'{0, 0}, '{-2, 0}, '{1, 0}, '{-2, 1}, '{1, -2}};
    parameter integer WK_I_L0 [TEST_POSITIONS][2] =
        '{'{0, 0}, '{1, 0}, '{-2, 0}, '{1, 2}, '{-2, -1}};
    parameter integer WK_I_0L [TEST_POSITIONS][2] =
        '{'{0, 0}, '{-1, 0}, '{2, 0}, '{-1, -2}, '{2, 1}};
    parameter logic [30:0] SEEDS [4] = '{31'h5eed_cafe,
                                         31'h0b57_ac1e,
                                         31'h0dec_0de5,
                                         31'h0ca5_cade};
    parameter NEXT_PIECES_COUNT = 6;
    parameter LOCK_DELAY        = 25000000;
    parameter GARBAGE_DELAY     = 250000000;
    typedef enum logic [2:0] {
        START_SCREEN,
        SPRINT_MODE,
        MP_READY,
        MP_MODE,
        GAME_WON,
        GAME_LOST
    } game_screens_t;
    typedef enum logic [2:0] {
        IDLE,
        NEW_PIECE,
        PIECE_FALLING,
        PIECE_LOCK,
        LOAD_GARBAGE
    } game_states_t;
endpackage  
`default_nettype none
package NetworkPkg;
	parameter NUM_DATA_LINES = 4;
	parameter HEAD_BITS 	 = 8;
	parameter ENC_HEAD_BITS  = HEAD_BITS + 4;
	parameter GBG_BITS  	 = 4;
	parameter HLD_BITS  	 = 4;
	parameter PQ_BITS   	 = 24;
	parameter PFD_BITS 		 = 800;
	parameter SYNC_BITS 	 = 8;
	parameter DATA_BITS 	 = GBG_BITS + HLD_BITS + PQ_BITS + PFD_BITS + 4;
	parameter PAR_DATA_BITS  = (DATA_BITS / NUM_DATA_LINES);
	parameter ENC_DATA_BITS  = PAR_DATA_BITS + 9;
	parameter DATA_PKT_BITS  = ENC_DATA_BITS + SYNC_BITS;
	parameter HND_PKT_BITS   = ENC_HEAD_BITS + SYNC_BITS;
	parameter TIMEOUT_CYCLES = 200;
	parameter WIN_TIMEOUT_CYCLES = 1000;
	parameter LOSE_TIMEOUT_CYCLES = 1000;
	parameter SYNCWORD 		 = 8'hff;
	typedef enum logic {
		PID_ACK = 1'b1, PID_GE = 1'b0, PID_X = 1'bx
	} pid_t;
	typedef struct packed {
		logic [3:0] seqNum;
		logic [3:0] pid;
	} hnd_head_t;
	typedef struct packed {
		logic [SYNC_BITS-1:0]     sync;
		logic [ENC_HEAD_BITS-1:0] data;
	} hnd_pkt_t;
	typedef struct packed {
		logic [SYNC_BITS-1:0] 	  sync;
		logic [ENC_DATA_BITS-1:0] data;
	} par_data_pkt_t;
	typedef struct packed {
		logic [3:0]				  seqNum;
		logic [GBG_BITS-1:0] 	  garbage;
		logic [HLD_BITS-1:0] 	  hold;
		logic [PQ_BITS-1:0]  	  piece_queue;
		logic [PFD_BITS-1:0] 	  playfield;
	} data_pkt_t;
endpackage  
`default_nettype none
module TSpinDetector
    import  DisplayPkg::*,
            GamePkg::*;
(
    input  logic            clk,
    input  logic            rst_l,
    input  logic [ 4:0]     origin_row,
    input  logic [ 4:0]     origin_col,
    input  tile_type_t      falling_type,
    input  orientation_t    falling_orientation,
    input  logic [ 3:0]     locked_state    [PLAYFIELD_ROWS][PLAYFIELD_COLS],
    input  logic            rotate_R,
    input  logic            rotate_L,
    input  logic            move_R,
    input  logic            move_L,
    input  logic            move_R_valid,
    input  logic            move_L_valid,
    input  logic            falling_piece_lock,
    output logic            tspin_detected
);
    enum logic {
        MOVE    = 1'b0,
        ROTATE  = 1'b1
    }       last_input_type;
    logic   immobile;
    logic   three_corners;
    logic   corners_filled   [4];
    always_ff @ (posedge clk, negedge rst_l) begin
        if (!rst_l) begin
            last_input_type <= MOVE;
        end else begin
            if (rotate_R || rotate_L) begin
                last_input_type <= ROTATE;
            end else if (move_R || move_L) begin
                last_input_type <= MOVE;
            end
        end
    end
    always_ff @ (posedge clk, negedge rst_l) begin
        if (!rst_l) begin
            tspin_detected <= 1'b0;
        end else begin
            if (falling_piece_lock) begin
                if (falling_type == T   &&
                    last_input_type     &&
                    three_corners       &&
                    immobile) begin
                    tspin_detected <= 1'b1;
                end else begin
                    tspin_detected <= 1'b0;
                end
            end  
        end
    end
    always_comb begin
        for (int i = 0; i < 4; i++) begin
            corners_filled[i] = 1'b0;
        end
        if (locked_state[origin_row - 4'b1][origin_col - 4'b1] != BLANK ||
            origin_row == 4'b0                                          ||
            origin_col == 4'b0) begin
            corners_filled[0] = 1'b1;
        end
        if (locked_state[origin_row - 4'b1][origin_col + 4'b1] != BLANK ||
            origin_row == 4'b0                                          ||
            origin_col == 4'(PLAYFIELD_COLS - 1)) begin
            corners_filled[1] = 1'b1;
        end
        if (locked_state[origin_row + 4'b1][origin_col - 4'b1] != BLANK ||
            origin_row == 4'(PLAYFIELD_ROWS - 1)                        ||
            origin_col == 4'b0) begin
            corners_filled[2] = 1'b1;
        end
        if (locked_state[origin_row + 4'b1][origin_col + 4'b1] != BLANK ||
            origin_row == 4'(PLAYFIELD_ROWS - 1)                        ||
            origin_col == 4'(PLAYFIELD_COLS - 1)) begin
            corners_filled[3] = 1'b1;
        end
        if ((corners_filled[0] +
             corners_filled[1] +
             corners_filled[2] +
             corners_filled[3]) >= 3) begin
            three_corners = 1'b1;
        end else begin
            three_corners = 1'b0;
        end
    end
    always_comb begin
        immobile = 1'b0;
        if (!move_R_valid && !move_L_valid) begin
            case (falling_orientation)
                ORIENTATION_R: begin
                    if (locked_state[origin_row - 4'd2][origin_col]         != BLANK &&
                        locked_state[origin_row - 4'd1][origin_col + 4'b1]  != BLANK) begin
                        immobile = 1'b1;
                    end
                end
                ORIENTATION_L: begin
                    if (locked_state[origin_row - 4'd2][origin_col]         != BLANK &&
                        locked_state[origin_row - 4'd1][origin_col - 4'b1]  != BLANK) begin
                        immobile = 1'b1;
                    end
                end
                default: immobile = 1'b1;
            endcase
        end
    end
endmodule  
File: flow/run.sh
#!/bin/bash
# OpenROAD 26Q1-2900-gdf79404cd8, Yosys 0.63+post, stock flow scripts
make -C /OpenROAD-flow-scripts/flow DESIGN_CONFIG=/design/flow/config.mk WORK_HOME=/design/flow/orfs finish
File: flow/config.mk
export PLATFORM = sky130hd
export DESIGN_NAME = TSpinDetector
export DESIGN_NICKNAME = TSpinDetector
export VERILOG_FILES = /design/flow/design.v
export SDC_FILE = /design/flow/constraint.sdc
export NUM_CORES = 4
export LEC_CHECK = 1
export CORE_AREA = 10 10 372 372
export DIE_AREA = 0 0 382 382
export SYNTH_HDL_FRONTEND = slang
File: flow/constraint.sdc
current_design TSpinDetector

set clk_period 1.4
set clk_io_pct 0.2

create_clock -name clk0 -period $clk_period [get_ports {clk}]

set non_clock_inputs [all_inputs -no_clocks]
set_input_delay [expr $clk_period * $clk_io_pct] -clock clk0 $non_clock_inputs
set_output_delay [expr $clk_period * $clk_io_pct] -clock clk0 [all_outputs]
==> flow_summary.toml <==
# implementation run metrics
[run_status]
outcome = "complete, but fails checks"
violations = "negative setup slack"

[sta]
clock-skew-final_ns = 0.00691
hold_viol = 0
slew_viol_final = 0
hold_slack_ns = 0.293
setup_tns_ns = -2.85
clock.fmax_ghz = 0.235
max_slew_margin_pct = 47.9
setup_ws_ns = -2.85
finalSetupViolations = 1
period_used_pct = 304
period_minus_slack_ns = 4.25
rsz0062_at_grt = "true"
worst_slew_pin_slew_ns = 0.778

[synth]
top_area_cell = "mux4_2"
ys_ff = 2
synth_area_um2 = 12200
ys_area_um2 = 12200
postSynthAreaPerCell_um2 = 7.65
yosys_warnings = 0
topCellsByArea = "mux4_2, nor4_1, nor2_1"
ys.flop_type = "dfrtp_1"
yosysUniqueCellTypes = 88
ys_seq_share_pct = 0.410
synthCells = 1595
edf_count = 0
async_flop_share_pct = 100
top_area_share_pct = 28.4
yosys_cells = 1595

[floorplan]
die_h_um = 382
row_count = 132
fp-utilization_pct = 9.41
core_area_um2 = 130000
dieWidth_um = 382
die_area_um2 = 146000
ios = 826

[global_routing]
grt_pass1_vias = 21600
grt_first_pass_wirelength_um = 200000
antenna_found_initial = 141
grt.overflow.total = 0
grt_max_degree = 53
grt_usage_pct = 20.4

[final_layout]
layout_top_cell = "clkdlybuf4s50_1"
final_cell_mix = "clkdlybuf4s50_1, buf_4, nor2_1, nor4_1, mux4_2"
drive_above_1_share_pct = 31.4
design_area_um2 = 28200
syn2layout_area_growth_pct = 131

[cts]
cts-buffers-inserted = 3
hold_buffers = 0
cts.sink_count = 2
cts_root_buffer = "clkbuf_16"
h-tree-depth = 1
cts_tree = "yes"
clkLatencyLatePin_ns = 0.23
clkTransAtPathRegs_ns = 0.04
clk_path_buf_depth = 2

[pwr]
seq_power_share_pct = 0.5
p_leak_nw = 10.1
clockPowerShare_pct = 4.1
intPower_mw = 6.28
net-switching-power_mw = 5.24
power.total_mw = 11.5
swShare_pct = 45.5
irDropWorstVdd_mv = 0.260
comb_power_share_pct = 95.4
p_per_area_nw_per_um2 = 409

[hold_path]
hp-class = "primary input to async pin"

[setup_path]
critPathMaxFanout = 2
worstPathRequired_ns = 1.55
arrival_ns = 4.41
crit_type = "primary input to register"
rrSetupSlack_ns = 0.29
r2r_start = "last_input_type"
r2r_end = "tspin_detected"
worstSetupStartpoint = "locked_state[152]"
cp-end-kind = "register"
r2r_cells = 4
cp-start-kind = "primary input"

[drt]
finalWirelength_um = 154000
vias_per_cell = 4.51
wl_per_cell_um = 32.7
ant_nets = 0
firstDrtPassIters = 5
vias = 21200
drtIter0Drc = 1630
drc = 0

[placed_design]
placed_cell_area_um2 = 27000
io_buffers = 825
detailed_place_hpwl_um = 137000
gp_congestion = 1.00

[job]
tool_warnings = 35
maxCapViolations = 0
## cell families (layout without fill, tap and decap cells)
logic type	count (synthesis)	count (layout)	share of synthesized area, %
adder cells (fa/ha/maj)	13	13	1.39
AND-OR/OR-AND	425	425	23.6
AND/OR/NAND/NOR	773	773	31.7
multiplexers	213	213	33.7
buffers and inverters	149	1480	7.33
flip-flops	2	2	0.410
other	0	37	0
XOR/XNOR	20	20	1.83
## repair_timing
action,4_1_cts,5_1_grt
endpoints found under the hold margin,0,0
pin swaps,26,11
resized,96,28
cloned,5,0
setup endpoints to repair,2,1
setup buffers,30,1
## final cells by class
cell class / count / area [um2]
multi-input cells: 1444 / 11900
fillers: 14300 / 102000
flip-flops and latches: 2 / 50.0
repair buffers: 1466 / 13800
inverters: 11 / 56.3
diodes: 37 / 92.6
clock buffers: 3 / 75.1
well taps: 1742 / 2180
## synthesized netlist by cell type, types with 5 or more instances
cell type / n
inv_1: 7
a211oi_1: 63
nand2b_1: 6
o211ai_1: 8
nand3_1: 26
a221oi_1: 10
a32oi_1: 7
and2_1: 5
nand4_1: 9
buf_4: 19
a211o_1: 6
xnor2_1: 9
a22oi_1: 14
xor2_1: 6
o311ai_0: 22
mux2_2: 6
o22ai_1: 9
nor2_1: 215
nor2b_1: 9
o21ai_0: 52
mux2i_1: 49
o21ai_1: 6
nor4_1: 184
buf_1: 6
nor3_1: 160
mux4_2: 154
o221ai_1: 7
a21oi_1: 121
nand2_1: 104
or4_1: 8
a311oi_1: 9
buf_2: 67
ha_1: 12
a31oi_1: 29
clkbuf_1: 28
or3_1: 26
a2111oi_0: 11
buf_6: 12
## power by group through the flow
stage         logic, mW  registers (mW)  clock network [mW]
CTS                10.9          0.0610               0.474
global route       11.6          0.0611               0.476
finish             11.0          0.0610               0.467
## state kept, by name, summed over array words and instances (netlist names)
name and cells:
tspin_detected 1, last_input_type 1
## metal layers
layer / share of wire (%) / GRT usage, % / up-vias
li1: - / - / 9381
met2: 49 / 34.6 / 1205
met3: 11 / 9.43 / 319
met5: 0.59 / 0 / -
met4: 2.0 / 3.51 / 148
met1: 37 / 23.7 / 10200
## worst max-delay path, stage by stage
cell and delay (ns):
clkdlybuf4s50_1 0.67, nor4_1 0.16, buf_4 0.18, mux4_2 0.46
and2_0 0.18, buf_4 0.15, a2111oi_2 0.45, o311ai_2 0.15
a32o_2 0.31, fa_1 0.53, inv_1 0.04, ha_2 0.17
ha_4 0.27, a21oi_4 0.05, a211o_1 0.23, o21ai_1 0.13
## worst max-delay path by stage
stage	slack, ns	end	cells past startpoint
after CTS	-2.84	tspin_detected	23
final	-2.85	tspin_detected	16
after global routing	-2.99	tspin_detected	24
## per-stage QoR
stage / util (%) / instances / setup WS [ns]
finish: 21.7 / 4705 / -2.85
global route: 21.7 / 4688 / -2.99
CTS: 21.5 / 4667 / -2.84
detailed placement: 20.8 / 4630 / -4.17
global placement: 20.8 / 4630 / -4.29
floorplan: - / 1595 / -3.18
Power is estimated from default activity; no workload was simulated.
